==> flow/design.v <==
`default_nettype none
`timescale 1ns/1ns
module debounce #(
    parameter HIST_LEN = 8
)(
    input wire clk,
    input wire reset,
    input wire button,
    output reg debounced
);
    localparam on_value = 2 ** HIST_LEN - 1;
    reg [HIST_LEN-1:0] button_hist;
    always @(posedge clk) begin
        if(reset) begin
            button_hist <= 0;
            debounced <= 1'b0;
        end else begin
            button_hist <= {button_hist[HIST_LEN-2:0], button};
            if(button_hist == on_value)
                debounced <= 1'b1;
            else if(button_hist == {HIST_LEN{1'b0}})
                debounced <= 1'b0;
       end
    end
endmodule
`default_nettype none
`timescale 1ns/1ns
module encoder #(
    parameter WIDTH = 8,
    parameter INCREMENT = 1'b1
)(
    input clk,
    input reset,
    input a,
    input b,
    output reg [WIDTH-1:0] value
);
    reg old_a;
    reg old_b;
    always @(posedge clk) begin
        if(reset) begin
            old_a <= 0;
            old_b <= 0;
            value <= 0;
        end else begin
            old_a <= a;
            old_b <= b;
            case ({a,old_a,b,old_b})
                4'b1000: value <= value + INCREMENT;
                4'b0111: value <= value + INCREMENT;
                4'b0010: value <= value - INCREMENT;
                4'b1101: value <= value - INCREMENT;
                default: value <= value;
            endcase
        end
    end
endmodule
`default_nettype none
`timescale 1ns/1ns
module pwm #(
    parameter WIDTH = 8,
    parameter INVERT = 0
    ) (
    input wire clk,
    input wire reset,
    output wire out,
    input wire [WIDTH-1:0] level
    );
    reg [WIDTH-1:0] count;
    wire pwm_on = count < level;
    always @(posedge clk) begin
        if(reset)
            count <= 1'b0;
        else
            count <= count + 1'b1;
    end
    assign out = reset ? 1'b0:
        INVERT == 1'b0 ? pwm_on : ! pwm_on;
endmodule
`default_nettype none
`timescale 1ns/1ns
module rgb_mixer (
    input clk,
    input reset,
    input enc0_a,
    input enc0_b,
    input enc1_a,
    input enc1_b,
    input enc2_a,
    input enc2_b,
    output pwm0_out,
    output pwm1_out,
    output pwm2_out
);
    wire enc0_a_db, enc0_b_db;
    wire enc1_a_db, enc1_b_db;
    wire enc2_a_db, enc2_b_db;
    wire [7:0] enc0, enc1, enc2;
    debounce #(.HIST_LEN(8)) debounce0_a(.clk(clk), .reset(reset), .button(enc0_a), .debounced(enc0_a_db));
    debounce #(.HIST_LEN(8)) debounce0_b(.clk(clk), .reset(reset), .button(enc0_b), .debounced(enc0_b_db));
    debounce #(.HIST_LEN(8)) debounce1_a(.clk(clk), .reset(reset), .button(enc1_a), .debounced(enc1_a_db));
    debounce #(.HIST_LEN(8)) debounce1_b(.clk(clk), .reset(reset), .button(enc1_b), .debounced(enc1_b_db));
    debounce #(.HIST_LEN(8)) debounce2_a(.clk(clk), .reset(reset), .button(enc2_a), .debounced(enc2_a_db));
    debounce #(.HIST_LEN(8)) debounce2_b(.clk(clk), .reset(reset), .button(enc2_b), .debounced(enc2_b_db));
    encoder #(.WIDTH(8)) encoder0(.clk(clk), .reset(reset), .a(enc0_a_db), .b(enc0_b_db), .value(enc0));
    encoder #(.WIDTH(8)) encoder1(.clk(clk), .reset(reset), .a(enc1_a_db), .b(enc1_b_db), .value(enc1));
    encoder #(.WIDTH(8)) encoder2(.clk(clk), .reset(reset), .a(enc2_a_db), .b(enc2_b_db), .value(enc2));
    pwm #(.WIDTH(8)) pwm0(.clk(clk), .reset(reset), .out(pwm0_out), .level(enc0));
    pwm #(.WIDTH(8)) pwm1(.clk(clk), .reset(reset), .out(pwm1_out), .level(enc1));
    pwm #(.WIDTH(8)) pwm2(.clk(clk), .reset(reset), .out(pwm2_out), .level(enc2));
endmodule
==> flow/run.sh <==
#!/bin/bash
# OpenROAD 26Q1-2900-gdf79404cd8, Yosys 0.63+post, stock flow scripts
make -C /OpenROAD-flow-scripts/flow DESIGN_CONFIG=/design/flow/config.mk WORK_HOME=/design/flow/orfs finish
==> flow/config.mk <==
export PLATFORM = sky130hd
export DESIGN_NAME = rgb_mixer
export DESIGN_NICKNAME = rgb_mixer
export VERILOG_FILES = /design/flow/design.v
export SDC_FILE = /design/flow/constraint.sdc
export NUM_CORES = 4
export LEC_CHECK = 1
export CORE_UTILIZATION = 40
==> flow/constraint.sdc <==
current_design rgb_mixer

set clk_period 4.8
set clk_io_pct 0.2

create_clock -name clk0 -period $clk_period [get_ports {clk}]

set non_clock_inputs [all_inputs -no_clocks]
set_input_delay [expr $clk_period * $clk_io_pct] -clock clk0 $non_clock_inputs
set_output_delay [expr $clk_period * $clk_io_pct] -clock clk0 [all_outputs]
==> results.txt <==
Physical implementation.

- The run finished with clean final reports.
- The die is 114 um wide.
- Checking hold timing, the worst path is listed with class flip-flop to flip-flop.
- STA puts the critical path data required time at approximately 3.8 ns.
- Yosys mapped a number of flops with a built-in enable equal to 0.
- The insertion delay of the later-clocked pin in the worst-skew pair is 0.34 ns.
- The post-cts hold-fix buffer tally is 0.
- The proportion of synthesized chip area in sequential cells is 0.429.
- The routed design uses 3400 um of met2 wire.
- The floorplan report gives the top-level pin count as 11.
- The number of endpoints failing setup at the final stage is 0.
- In the final report, the number of hold violations comes to 0.
- The highest ir drop seen on vdd is 0.156 mV.
- The initial antenna violation count came to 0.
- The total length of routed wires is 7960 um.
- STA lists the startpoint of the worst register-to-register path as debounce0_a.debounced$_SDFFE_PP0P_.
- In the final routing, the length of wire on met1 measures 4290 um.
- The via count of the first global-routing pass is ~3300.
- The number of levels the H-tree was split into is 3.
- The clock period could shrink to 3.23 ns.
- In the final routed layout, each cell accounts on average for 11.0 um.
- The worst-case reg-to-reg path depth is 8.
- The synthesized area is 0.00504 mm^2.
- The top fanout value on the critical path is 4.
- The routed length on met3 is 163 um.
- For this run, the total global-route usage over all layers was measured as 0.137.
- The number of cells in the yosys synthesis report is between 500 and 600.
- Ranked by total cell area, the synthesized netlist is headed by sky130_fd_sc_hd__dfxtp_1 43%, sky130_fd_sc_hd__ha_1 11%, sky130_fd_sc_hd__nor2b_1 6.5%, sky130_fd_sc_hd__nor2_1 3.3%, sky130_fd_sc_hd__xor2_1 3.3%.
- Per the OpenROAD power report, leakage power amounts to 2.31 nW.
- For this run, the detailed router's first-pass iteration total came to 4.
- The share of synthesized area in the top cell type comes to 0.429.
- Once the clock tree was built, the setup fixing pass inserted 0 buffers.
- For reference, the final report shows the max-slew violation count at 0.
- The finished layout reports a core utilization of 0.460.
- Across all stage logs, warnings added up to 26.
- The post-route clock period utilization is 0.672.
- In this run the register-to-register setup slack is 2.01 ns.
- The mean post-synth cell area is 9.29 um^2.
- The headroom to the max-slew limit is 0.522.
- Detailed placement reports a standard cell area of 0.00531 mm^2.
- At the worst endpoint, the arrival time is about 2.3 ns.
- The area of the multi-input gates is 0.00272 mm^2.
- The count of routing violations after the opening detailed-route iteration is 146.
- The instance count of the mapped netlist is 543.
- The maximum frequency from static timing analysis is 0.310 GHz.
- The power report attributes to the combinational group a share of 0.037.
- The detailed placer's ending HPWL is about 5400 um.
- The placeable core region is 0.0122 mm^2.
- The final antenna diode count is 0.
- The maximum number of pins on one net before global-route repair is 78.
- The aggregate negative setup slack is 0 ns.
- Per the timing report, the most critical flop-to-flop path finishes at encoder0.value[7]$_SDFFE_PP0P_.
- Per the post-place timing report, worst setup slack is 1.74 ns.
- The critical path launch point type is a flip-flop.
- The vertical die dimension is approximately 110 um.
- The placement report lists the number of port buffers as 10.
- The total die size is 0.0131 mm^2.
- The number of library cell types mapped by synthesis is 48.
- The total power per unit cell area is 303 mW/mm^2.
- The via density per instance is 4.83.
- Counting the warning lines in the Yosys log gives 3.
- The start point of the critical path is encoder0.value[1]$_SDFFE_PP0P_.
- In the power breakdown, the internal column shows 1.35 mW.
- In this run, CTS created clock tree buffers numbering 9.
- The critical path is of the flip-flop to output pin type.
- The power share of the sequential group is 0.543.
- The tightest hold path in the finished design has a slack of 0.450 ns.
- The final timing report gives a worst setup slack of 1.57 ns.
- The layout has 1088 filler cells.
- At the end of routability-driven placement, the weighted congestion stood at between 0.8 and 0.9.
- The share of the core area taken by cells at floorplan is 0.415.
- In the final layout, the share of cells above drive strength 1 is 0.0647.
- The tally of max-capacitance violations is 0.
- The actual transition at the worst max-transition pin is 0.718 ns.
- The count of standard-cell rows is 40.
- The async set-reset flop share out of synthesis is 0.
- The maximum buffer depth of the clock tree is 2.
- The sequential cell area in the final layout is 0.00216 mm^2.
- The net switching power is about 350 uW.
- The count of nets left with antenna violations once routing finished came out at 0.
- The switching part of the total power is 0.208.
- The end point of the critical path is pwm0_out.
- TritonCTS built the clock tree.
- The sort of element at the end of the critical path is an output pin.
- The top routing layer in use is met4.
- The first-pass GRT wire length is 14600 um.
- The number of clock sinks is 108.
- The share of total power dissipated in the clock network is 0.420.
- The most used flip-flop cell is sky130_fd_sc_hd__dfxtp_1.
- The total via count after detailed routing is approximately 3500.
- The number of gates resized after CTS was 0.
- TritonRoute reported its final design rule violation total as 0.
- The worst-case clock skew is 0.00497 ns.
- Yosys reported a register bit count of roughly 110.
- The clock slew seen by the registers of the worst setup and hold paths is 0.07 ns.
- The library cell occupying the most area in the post-synthesis netlist is sky130_fd_sc_hd__dfxtp_1.
- For this run the aggregate overflow at the end of global routing stands at 0.
- The cell area after layout is 0.00560 mm^2.
- The area added between synthesis and finish is 11.0%.
- The area of the synthesized netlist per yosys stat is 0.00504 mm^2.
- The root buffer selected by CTS is sky130_fd_sc_hd__clkbuf_16.
- Setup repair after global routing left no endpoint under its margin.
## critical path, stage by stage (launching register included)
cell and delay [ns]:
sky130_fd_sc_hd__dfxtp_1 0.40, sky130_fd_sc_hd__inv_1 0.07, sky130_fd_sc_hd__ha_1 0.29, sky130_fd_sc_hd__a21o_1 0.16, sky130_fd_sc_hd__a21o_1 0.17, sky130_fd_sc_hd__a211oi_1 0.23, sky130_fd_sc_hd__o21a_1 0.17, sky130_fd_sc_hd__clkdlybuf4s50_1 0.45
## cell usage in the layout (no fill, tap or decap), types with 6 or more instances in the layout
master                            count
sky130_fd_sc_hd__clkbuf_16            9
sky130_fd_sc_hd__nor2b_1             52
sky130_fd_sc_hd__o21ai_0             18
sky130_fd_sc_hd__nor2_1              45
sky130_fd_sc_hd__inv_1               30
sky130_fd_sc_hd__nor4_1               6
sky130_fd_sc_hd__nand2b_1            12
sky130_fd_sc_hd__dfxtp_1            108
sky130_fd_sc_hd__a211oi_1             8
sky130_fd_sc_hd__ha_1                43
sky130_fd_sc_hd__clkdlybuf4s50_1      9
sky130_fd_sc_hd__or4_1                7
sky130_fd_sc_hd__nand4_1              7
sky130_fd_sc_hd__a21oi_1             26
sky130_fd_sc_hd__nand3_1             24
sky130_fd_sc_hd__and3_1               6
sky130_fd_sc_hd__a21o_1              14
sky130_fd_sc_hd__nand2_1             38
sky130_fd_sc_hd__xor2_1              19
sky130_fd_sc_hd__xnor2_1             15
## power groups by stage
stage     Combinational [mW]  Sequential, mW  Clock [mW]
4_1_cts               0.0648           0.922       0.742
5_1_grt               0.0739           0.924       0.777
6_report              0.0635           0.922       0.714
## cell families after synthesis
| group | after synthesis | synth area share |
|---|---|---|
| AND/OR/NAND/NOR | 214 | 0.222 |
| flip-flops | 108 | 0.429 |
| AND-OR/OR-AND | 92 | 0.123 |
| adder cells (fa/ha/maj) | 46 | 0.119 |
| buffers and inverters | 43 | 0.0323 |
| XOR/XNOR | 34 | 0.0591 |
| multiplexers | 6 | 0.0156 |
## routing by layer
| layer | up-vias | global-route usage |
|---|---|---|
| li1 | 1895 | - |
| met1 | 1568 | 0.215 |
| met2 | 28 | 0.214 |
| met3 | 9 | 0.0173 |
| met4 | 0 | 0.0199 |
| met5 | - | 0 |
## final cells by class
cell class,instances,area share
multi-input cells,392,0.485
flip-flops and latches,108,0.386
clock buffers,9,0.0402
well taps,168,0.0375
inverters,30,0.0201
repair buffers,11,0.0188
clock inverters,6,0.0118
## cells in the mapped netlist, drive strengths merged (2+ instances only)
cell and count:
a211oi 10, a21o 15, a21oi 29, a31oi 2
and3 6, clkbuf 12, dfxtp 108, fa 3
ha 43, inv 30, mux2 6, nand2 38
nand2b 12, nand3 24, nand4 7, nor2 45
nor2b 52, nor3 3, nor3b 2, nor4 6
o2111ai 2, o21a 2, o21ai 19, o22ai 3
o311ai 4, o31ai 3, or2 3, or2b 3
or3 2, or3b 2, or4 7, xnor2 15
xor2 19
## per-stage QoR
step / power [mW] / std cells
finish: 1.70 / 724
CTS: 1.73 / 724
detailed placement: 1.01 / 709
global route: 1.77 / 724
floorplan: 0.986 / 543
global placement: 1.01 / 709
## worst min-delay path by stage
stage	from	slack, ns	cells past startpoint	to
after global routing	pwm2.count[0]$_SDFF_PP0_	0.47	1	pwm2.count[0]$_SDFF_PP0_
after CTS	debounce1_a.button_hist[4]$_SDFF_PP0_	0.45	2	debounce1_a.debounced$_SDFFE_PP0P_
final	debounce1_a.button_hist[4]$_SDFF_PP0_	0.45	2	debounce1_a.debounced$_SDFFE_PP0P_
Power figures rest on the tool's default switching activity, not on a simulated workload.
